`/design/flow/run.sh`:
```
#!/bin/bash
# OpenROAD 26Q1-2900-gdf79404cd8, Yosys 0.63+post, stock flow scripts
make -C /OpenROAD-flow-scripts/flow DESIGN_CONFIG=/design/flow/config.mk WORK_HOME=/design/flow/orfs finish
```
`/design/flow/config.mk`:
```
export PLATFORM = sky130hd
export DESIGN_NAME = acorn_prng
export DESIGN_NICKNAME = acorn_prng
export VERILOG_FILES = /design/flow/design.v
export SDC_FILE = /design/flow/constraint.sdc
export NUM_CORES = 4
export LEC_CHECK = 1
export CORE_UTILIZATION = 50
```
`/design/flow/constraint.sdc`:
```
current_design acorn_prng

set clk_period 8.0
set clk_io_pct 0.2

create_clock -name clk0 -period $clk_period [get_ports {clk}]

set non_clock_inputs [all_inputs -no_clocks]
set_input_delay [expr $clk_period * $clk_io_pct] -clock clk0 $non_clock_inputs
set_output_delay [expr $clk_period * $clk_io_pct] -clock clk0 [all_outputs]
```
`/design/flow/design.v`:
```
`default_nettype none
`timescale 1ns/1ps
module acorn_prng (
    input clk,
    input reset,
    input wire load,
    input wire [1:0] select,
    input wire [11:0] gpio_seed,
    input wire [11:0] LA1_seed,
    output reg [11:0] out,
    output [12:0] io_oeb,
    output wire reset_out
);
assign io_oeb = 13'b0;
assign reset_out = reset;
reg [11:0] seed;
reg [11:0] r01;
reg [11:0] r02;
reg [11:0] r03;
reg [11:0] r04;
reg [11:0] r05;
reg [11:0] r06;
reg [11:0] r07;
reg [11:0] r08;
reg [11:0] r09;
reg [11:0] r010;
reg [11:0] r011;
reg [11:0] r012;
reg [11:0] r013;
reg [11:0] r014;
reg [11:0] r015;
reg [11:0] r10;
reg [11:0] r11;
reg [11:0] r12;
reg [11:0] r13;
reg [11:0] r14;
reg [11:0] r15;
reg [11:0] r16;
reg [11:0] r17;
reg [11:0] r18;
reg [11:0] r19;
reg [11:0] r110;
reg [11:0] r111;
reg [11:0] r112;
reg [11:0] r113;
reg [11:0] r114;
reg [11:0] r115;
reg [3:0] counter;
always @(posedge clk) begin
	if (reset) begin 
		counter <= 0;
		r01 <= 0;
		r02 <= 0;
		r03 <= 0;
		r04 <= 0;
		r05 <= 0;
		r06 <= 0;
		r07 <= 0;
		r08 <= 0;
		r09 <= 0;
		r010 <= 0;
		r011 <= 0;
		r012 <= 0;
		r013 <= 0;
		r014 <= 0;
		r015 <= 0;
		r11 <= 0;
		r12 <= 0;
		r13 <= 0;
		r14 <= 0;
		r15 <= 0;
		r16 <= 0;
		r17 <= 0;
		r18 <= 0;
		r19 <= 0;
		r110 <= 0;
		r111 <= 0;
		r112 <= 0;
		r113 <= 0;
		r114 <= 0;
		r115 <= 0;
		out <= 0;
		seed <= 0;
	end else 
	if (load) begin
	if(select == 2'b00)
	seed <= 12'b100000000001;
	if(select == 2'b11)
	seed <= 12'b111111111111;
	if(select == 2'b01)
	seed <= gpio_seed;
	if(select == 2'b10)
	seed <= LA1_seed;
	end else begin
	counter <= counter + 1;
	if(counter == 0)
	r11 <= r01+seed;
	if(counter == 1)
	r12 <= r02+r11;
	if(counter == 2)
	r13 <= r03+r12;
	if(counter == 3)
	r14 <= r04+r13;
	if(counter == 4)
	r15 <= r05+r14;
	if(counter == 5)
	r16 <= r06+r15;
	if(counter == 6)
	r17 <= r07+r16;
	if(counter == 7)
	r18 <= r08+r17;
	if(counter == 8)
	r19 <= r09+r18;
	if(counter == 9)
	r110 <= r010+r19;
	if(counter == 10)
	r111 <= r011+r110;
	if(counter == 11)
	r112 <= r012+r111;
	if(counter == 12)
	r113 <= r013+r112;
	if(counter == 13)
	r114 <= r014+r113;
	if(counter == 14)
	r115 <= r015+r114;
	if(counter == 15)
		out <= r115;
		r01 <= r11;
		r02 <= r12;
		r03 <= r13;
		r04 <= r14;
		r05 <= r15;
		r06 <= r16;
		r07 <= r17;
		r08 <= r18;
		r09 <= r19;
		r010 <= r110;
		r011 <= r111;
		r012 <= r112;
		r013 <= r113;
		r014 <= r114;
		r015 <= r115;
	end
end
endmodule
```
==> impl_metrics.yaml <==
# synthesis and place-and-route metrics
floorplan:
  floorplan.io_pins: 55
  chipArea_um2: 42700
  core_area_um2: 41100
  initial_utilization: 0.510
  std_cell_rows: 74
  chipWidth_um: 207
  die-height_um: 207
grt:
  maximum_number_of_pins_on_one_net_before_global_route_repair: 110
  first_pass_grt_wire_length_mm: 71.1
  global_route.overflow_total: 0
  antenna_found_initial: 0
  global_route.usage.total: 0.206
  vias_in_the_first_global_route: 14771
cts:
  numCtsBuffers: 44
  worst_case_clock_buffer_depth: 3
  insertion_delay_ns: 0.56
  cts.hold.buffers_added: 0
  cts_max_level: 2
  post_cts_resized: 0
  cts_root_buffer: "sky130_fd_sc_hd__clkbuf_16"
  tritoncts: "done"
  clock_sinks: 388
  cts.repair_timing.setup_buffer_count: 0
  clk_transition_reported_paths_ns: 0.06
synth:
  synth-cells-yosys: 2349
  adders_majority_by_area: 0.117
  yosys-dominant-comb-family: "AND-OR/OR-AND gates"
  ys_warn_count: 1
  mux_area_frac: 0.0989
  synth_area_um2: 21000
  yosysUniqueCellTypes: 47
  largest_area_cell: "sky130_fd_sc_hd__dfxtp_1"
  area_leaders: "sky130_fd_sc_hd__dfxtp_1 (37%), sky130_fd_sc_hd__ha_1 (10%), sky130_fd_sc_hd__mux2i_1 (9.9%)"
  ys_sh_aoi: 0.182
  postSynthAreaPerCell_um2: 8.92
  synth_flops: 388
  most_common_cell: "sky130_fd_sc_hd__dfxtp_1"
  synth-edff-count: 0
  ys_top_cells_by_count: "sky130_fd_sc_hd__dfxtp_1 (388), sky130_fd_sc_hd__nor2_1 (343), sky130_fd_sc_hd__nand2_1 (245)"
  netlist_instances: 2349
  ff_type: "sky130_fd_sc_hd__dfxtp_1"
  ys_sh_xor: 0.0556
  synth_seq_share: 0.371
  yosys-stat-area_um2: 21000
  post-synth-top-area-fraction: 0.371
  async_flop_share: 0
  synth.cellmix.simpleShare: 0.145
detailed_routing:
  detail_route.wirelength_mm: 42.0
  drt-pass1-iter-count: 5
  detail_route.drc_violations: 0
  post_drt_via_cell_ratio: 5.44
  diodes: 0
  drt-wirelength-per-cell_um: 14.5
  routed_antenna_nets: 0
  num_vias: 15773
  drt-initial-drc-count: 730
hold_path:
  timing.hold.worst.class: "reg2reg"
setup_path:
  crit_arrival_ns: 2.77
  timing.critical_path.cells: "buf_8, clkdlybuf4s50_1"
  critPathTopFamily: "buffers and inverters"
  critPathKind: "in2out"
  cp_data_required_time_ns: 6.40
  cp-start-kind: "input port"
  timing.critical_path.slowest_cell_delay_ns: 0.59
  crit_path_end_kind: "output pin"
  cp_slowest_cell: "sky130_fd_sc_hd__clkdlybuf4s50_1"
  worstPathMaxFanout: 109
  worstPathBufferInverterCount: 2
power:
  peakVddDrop_mv: 0.167
  powerDensity_nw_per_um2: 183
  leakagePower_nw: 9.97
layout:
  final_instance_area_um2: 23100
  area.growth.synth_to_final_pct: 10.3
  share_of_post_route_cells_with_drive_strength_above_1: 0.0418
  ff_latch_area_um2: 7770
  n_fill_cell: 3545
  comb_gate_area_um2: 12600
run:
  stage_log_warnings: 33
  max_cap_violations: 0
sta:
  fin_tns_setup_ns: 0
  skew_ns: 0.0104
  final-max-slew-violation-count: 0
  worstMarginPinSlew_ns: 0.826
  worst_slew_margin_rel: 0.449
  final_hold_viol_count: 0
  post-route-min-period_ns: 4.37
  fmaxAchievable_mhz: 229
  grt_setup_unrepaired: "false"
  final_cycle_share: 0.546
  setup_viol: 0
placed_design:
  post_dp_cell_area_um2: 21600
  port-buffer-count: 41
  dp.final_hpwl_mm: 28.6
  gpl.final_weighted_congestion: 0.838
status:
  outcome: "complete, no violations"
==> final cells by class <==
type                       instances  area share
clock buffer                      67      0.0575
clock inverter                    13     0.00834
inverter                          20     0.00325
multi-input combinational       1833       0.545
sequential                       388       0.336
tap                              532      0.0288
timing repair buffer              48      0.0210
==> metal layers <==
layer,vias up,GRT usage,part of all wire
met4,0,0.0318,0.016
met3,55,0.0338,0.036
li1,8320,-,-
met2,175,0.328,0.44
met1,7223,0.310,0.50
met5,-,0,0
==> through the flow <==
| step | instances | setup slack (ns) | power (mW) | util | hold WS, ns |
|---|---|---|---|---|---|
| 4_1_cts | 2901 | 3.64 | 4.30 | 0.562 | 0.458 |
| 2_1_floorplan | 2361 | 4.70 | 2.14 | - | 0.422 |
| 5_1_grt | 2901 | 3.56 | 4.39 | 0.562 | 0.478 |
| 3_3_place_gp | 2821 | 3.65 | 2.18 | 0.525 | 0.446 |
| 3_5_place_dp | 2821 | 3.64 | 2.18 | 0.525 | 0.448 |
| 6_report | 2901 | 3.63 | 4.23 | 0.562 | 0.454 |
==> cells by family (layout without fill, tap and decap cells) <==
| kind of cell | Yosys count | count (layout) |
|---|---|---|
| flip-flops | 388 | 388 |
| AND/OR/NAND/NOR | 716 | 716 |
| multiplexers | 207 | 207 |
| buffers and inverters | 140 | 148 |
| XOR/XNOR | 133 | 133 |
| adder cells (fa/ha/maj) | 187 | 187 |
| other | 1 | 13 |
| AND-OR/OR-AND | 577 | 577 |
==> report_power, final <==
part | total (mW) | internal (mW) | switching (mW)
Combinational | 0.182 | 0.0678 | 0.115
Sequential | 1.96 | 1.95 | 0.0112
Clock | 2.09 | 1.30 | 0.789
==> cells in the final DEF, fill, tap and decap left out, drive strengths merged, types with 15 or more instances in the layout <==
cell type	count
a211o	15
nand2	245
a21oi	210
mux2i	207
a22o	30
nor2b	31
o21bai	28
clkbuf	67
o21ai	90
a31oi	27
xnor2	88
nor4b	26
clkdlybuf4s50	39
a211oi	67
fa	15
ha	172
o31ai	16
dfxtp	388
nor3	33
a21o	32
o21a	29
inv	19
nor2	343
xor2	45
==> path summary, 6_finish.rpt <==
check / end / depth (start not counted) / slack [ns] / from
worst min register to register: out[10] / 2 / 0.45 / out[10]
worst min-delay path: out[10] / 2 / 0.45 / out[10]
worst max register to register: r17[10] / 8 / 5.68 / r16[0]
worst max-delay path: reset_out / 2 / 3.63 / reset
Power is estimated from default activity; no workload was simulated.
